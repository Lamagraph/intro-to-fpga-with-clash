`./design.v`:
```
module debouncer #(
    parameter int DELAY = 'd5_000_000
) (
    input  logic clk_i,
    input  logic rst_ni,
    input  logic btn_i,
    output logic btn_db_o
);
  logic [$clog2(DELAY)-1:0] counter;
  logic state;
  always_ff @(posedge clk_i or negedge rst_ni) begin
    if (!rst_ni) begin
      counter <= '0;
    end else if (btn_i) begin
      counter <= '0;
    end else if (!btn_i) begin
      counter <= counter + 1;
    end else begin
      counter <= counter;
    end
  end
  always_ff @(posedge clk_i or negedge rst_ni) begin
    if (!rst_ni) begin
      state <= '0;
    end else if (btn_i) begin
      state <= '0;
    end else if (counter == DELAY - 1) begin
      state <= '1;
    end else begin
      state <= state;
    end
  end
  assign btn_db_o = state;
endmodule
module demux6 (
    input  logic [2:0] number_i,
    output logic [5:0] select_o
);
  always_comb begin
    unique case (number_i)
      'd1: select_o = 6'b000001;
      'd2: select_o = 6'b000010;
      'd3: select_o = 6'b000100;
      'd4: select_o = 6'b001000;
      'd5: select_o = 6'b010000;
      'd6: select_o = 6'b100000;
      default: select_o = '0;
    endcase
  end
endmodule
module huffman_led (
  input  logic [0:0]   btn_0_i,
  input  logic [0:0]   btn_1_i,
  output logic [2:0]   number_o,
  input  logic         clk_i,
  input  logic         rst_ni
);
  localparam logic [4:0] Start = 5'd1;
  localparam logic [4:0] Zero = 5'd2;
  localparam logic [4:0] ZeroZero = 5'd4;
  localparam logic [4:0] One = 5'd8;
  localparam logic [4:0] OneOne = 5'd16;
  typedef logic [4:0] state_t;
  state_t state_d, state_q;
  logic [2:0] number_o_d, number_o_q;
  assign number_o = number_o_q;
  always_ff @(posedge clk_i, negedge rst_ni) begin
    if (!rst_ni) begin
      state_q <= Start;
      number_o_q <= '0;
    end else begin
      state_q <= state_d;
      number_o_q <= number_o_d;
    end
  end
  always_comb begin
    state_d = state_q;
    number_o_d = number_o_q;
    unique case (state_q)
      Start: begin
        if (btn_0_i) begin
          state_d = Zero;
        end else if (btn_1_i) begin
          state_d = One;
        end
      end
      Zero: begin
        if (btn_0_i) begin
          state_d = ZeroZero;
        end else if (btn_1_i) begin
          state_d = Start;
          number_o_d = 3'd3;
        end
      end
      ZeroZero: begin
        if (btn_0_i) begin
          state_d = Start;
          number_o_d = 3'd1;
        end else if (btn_1_i) begin
          state_d = Start;
          number_o_d = 3'd2;
        end
      end
      One: begin
        if (btn_0_i) begin
          state_d = Start;
          number_o_d = 3'd4;
        end else if (btn_1_i) begin
          state_d = OneOne;
        end
      end
      OneOne: begin
        if (btn_0_i) begin
          state_d = Start;
          number_o_d = 3'd5;
        end else if (btn_1_i) begin
          state_d = Start;
          number_o_d = 3'd6;
        end
      end
      default: begin
        state_d = Start;
      end
    endcase
  end
endmodule
module huffman_top (   
    input logic clk_i,
    input logic btn_0_i,    
    input logic btn_1_i,
    input logic rst_btn_i,
    output logic [5:0] led_o   
);
  logic btn_0_db, btn_1_db;
  debouncer btn_0_debouncer (   
      .clk_i(clk_i),
      .rst_ni(rst_btn_i),
      .btn_i(btn_0_i),
      .btn_db_o(btn_0_db)
  );
  debouncer inv_btn_1_debouncer (
      .clk_i(clk_i),
      .rst_ni(rst_btn_i),
      .btn_i(btn_1_i),
      .btn_db_o(btn_1_db)
  );
  logic btn_0, btn_1;
  re_detector btn_0_re_detector (   
      .clk_i (clk_i),
      .rst_ni(rst_btn_i),
      .in_i  (btn_0_db),
      .out_o (btn_0)
  );
  re_detector btn_1_re_detector (
      .clk_i (clk_i),
      .rst_ni(rst_btn_i),
      .in_i  (btn_1_db),
      .out_o (btn_1)
  );
  logic [2:0] number;
  huffman_led led_rsm (   
      .btn_0_i(btn_0),
      .btn_1_i(btn_1),
      .number_o(number),
      .clk_i(clk_i),
      .rst_ni(rst_btn_i)
  );
  logic [5:0] inv_select;
  demux6 demux_led (   
      .number_i(number),
      .select_o(inv_select)
  );
  assign led_o = ~inv_select;
endmodule
module re_detector (
    input  logic clk_i,
    input  logic rst_ni,
    input  logic in_i,
    output logic out_o
);
  logic prev, prev_prev;
  always_ff @(posedge clk_i or negedge rst_ni) begin
    if (!rst_ni) begin
      prev <= '0;
      prev_prev <= '0;
    end else begin
      prev <= in_i;
      prev_prev <= prev;
    end
  end
  assign out_o = prev & !prev_prev;
endmodule
```
`./run.sh`:
```
#!/bin/bash
# OpenROAD 26Q1-2900-gdf79404cd8, Yosys 0.63+post, stock flow scripts
make -C /OpenROAD-flow-scripts/flow DESIGN_CONFIG=/design/flow/config.mk WORK_HOME=/design/flow/orfs finish
```
`./config.mk`:
```
export PLATFORM = sky130hd
export DESIGN_NAME = huffman_top
export DESIGN_NICKNAME = huffman_top
export VERILOG_FILES = /design/flow/design.v
export SDC_FILE = /design/flow/constraint.sdc
export NUM_CORES = 4
export LEC_CHECK = 1
export CORE_UTILIZATION = 40
export SYNTH_HDL_FRONTEND = slang
```
`./constraint.sdc`:
```
current_design huffman_top

set clk_period 3.7
set clk_io_pct 0.2

create_clock -name clk0 -period $clk_period [get_ports {clk_i}]

set non_clock_inputs [all_inputs -no_clocks]
set_input_delay [expr $clk_period * $clk_io_pct] -clock clk0 $non_clock_inputs
set_output_delay [expr $clk_period * $clk_io_pct] -clock clk0 [all_outputs]
```
==> changes_impl.md <==
### Metrics

* Outcome: finished, final reports clean
* Pwr dens at 407 nW/um^2
* Number of antenna diodes at 0
* Number of antenna violations at the first check in global routing at 0
* Clock Latency Late Sink at 340 ps
* Crit path arrival time at 2300 ps
* Clock root cell: sky130_fd_sc_hd__clkbuf_8
* Pre-Repair DR Iteration Count at 4
* Final setup skew at 7.90 ps
* Growth of design area from synthesis to finish at 13.7%
* Synth flops at 63
* Maximum number of pins on one net before global-route repair at 46
* Chip Area, Yosys at 3030 sq um
* Cell count in the Yosys report at 307
* Tally of unique sky130hd cells used after synthesis at 34
* Resize count post-CTS at 0
* Overall routing resource usage at 15.6%
* Overflow after GRT at 0
* Yosys top cell area share at 51.3%
* Adder-cell area share of the yosys netlist at 0.827%
* Capturing point of the worst reg2reg path: inv_btn_1_debouncer.counter[20]$_DFF_PN0_
* Total clock sinks at 63
* Yosys aoi share at 8.72%
* Cycle use final at 54.9%
* Die Width at 89.0 microns
* DR iter-0 viols at 68
* Reg2reg path depth at 5
* Tool warning count at 25
* Placed wire-length estimate at 3.65 mm
* Fmax at 492 MHz
* DRC violation count after routing at 0
* Maximum root-to-sink buffer count at 2
* Post-synthesis cell count at 307
* Combined area of all synthesized cells at 3030 sq um
* Multiplexer share of the synthesized area at 2.60%
* Sequential fraction of the synthesis area at 52.1%
* Final hold vios at 0
* Reg clk slew, reported paths at 70 ps
* Leakage power summed over all cells at 1.40 nW
* Worst slew slack as a fraction of its limit at 62.6%
* Post-synth top cells: 62 x sky130_fd_sc_hd__dfrtp_1, 39 x sky130_fd_sc_hd__nor2_1, 18 x sky130_fd_sc_hd__nand3_1
* Global-route wire length before repair at 9.50 mm
* Average cell area after synthesis at 9.86 sq um
* Cell types occupying the most area after synthesis: sky130_fd_sc_hd__dfrtp_1 51%, sky130_fd_sc_hd__nor2_1 4.8%, sky130_fd_sc_hd__xnor2_1 4.6%
* Critical path type: flop to flop
* DRT antenna net count at 0
* Post-CTS Hold Fix Bufs at 0
* Number of maximum-capacitance constraint violations at 0
* Area enclosed by the die boundary at 7920 sq um
* Measured slew at the worst slew-check pin at 561 ps
* Via total after detailed routing at 2247
* Type of the tightest min-delay check: input port to async pin
* Max Fanout on Critical Path at 8
* Setup repair after global routing missed its margin: no
* Number of rows created at floorplan at 31
* Simple-gate area share of the yosys netlist at 26.7%
* Startpoint types: flop
* Largest logic family: simple AND/OR/NAND/NOR gates
* Main flop type: sky130_fd_sc_hd__dfrtp_1
* Vias in the first global route at 2011
* Pre-Place Util at 41.5%
* Final worst hold slack at 342 ps
* VDD IR-drop max at 0.251 mV
* Most common cell in the synthesized netlist: sky130_fd_sc_hd__dfrtp_1
* CTS tree: yes
* FF-to-FF setup slack at 1670 ps
* Min Clock Period, post-route at 2030 ps
* WP data required at 3970 ps
* Die H at 89.0 microns
* # port buffers at 9
* Post-CTS setup repair buffer count at 0
* Aggregate routed wire length at 5.55 mm
* Mean routed wirelength per cell at 13.0 microns
* Number of vias per cell after detailed routing at 5.26
* Number of buffers inserted during clock tree synthesis at 9
* Worst reg2reg startpoint: inv_btn_1_debouncer.counter[0]$_DFF_PN0_
* Xor-xnor portion of the synthesized cell area at 6.37%
* Share of cells above drive strength 1 at 10.4%
* Area inside the core boundary at 7290 sq um
* Final-report max-slew violation count at 0
* Async SR Flop Fraction at 100%
* Critical Path End Type: flop
* Post-synth tally of flip-flops with integrated enable at 0
* Synth Warn # at 0
* # setup viols final at 0
* Biggest area consumer among synthesized cells: sky130_fd_sc_hd__dfrtp_1
* Routability congestion estimate at 0.793
* Setup TNS Final at 0 ps
* H-tree Lvls at 3
* Count of boundary I/O pins at 10
==> power by group <==
group          internal [W]  switching, W
Clock              0.000333      0.000282
Combinational     0.0000305     0.0000357
Sequential         0.000706     0.0000136
==> worst max path at each step <==
| stage | from | to | depth (start not counted) | slack (ps) |
|---|---|---|---|---|
| 6_report | inv_btn_1_debouncer.counter[0]$_DFF_PN0_ | inv_btn_1_debouncer.counter[20]$_DFF_PN0_ | 5 | 1670 |
| 4_1_cts | inv_btn_1_debouncer.counter[0]$_DFF_PN0_ | inv_btn_1_debouncer.counter[20]$_DFF_PN0_ | 5 | 1660 |
| 5_1_grt | inv_btn_1_debouncer.counter[0]$_DFF_PN0_ | inv_btn_1_debouncer.counter[20]$_DFF_PN0_ | 5 | 1570 |
==> cell type report <==
class	count	area, sq um
clock buffers	10	138
flip-flops and latches	63	1580
inverters	13	48.8
fillers	679	3850
repair buffers	13	115
clock inverters	6	68.8
well taps	99	124
multi-input cells	223	1370
==> routing by layer <==
metal  up-vias  track usage (%)  wire, microns
li1       1146                -              -
met1      1071             25.1           2840
met2        23             23.2           2450
met3         7             3.37            180
met4         0             2.02             74
met5         -                0              0
==> sequential cells by signal, indices dropped and copies added (netlist names) <==
signal / count
btn_1_re_detector.prev: 1
btn_0_re_detector.prev: 1
btn_1_re_detector.prev_prev: 1
btn_0_debouncer.btn_db_o: 1
led_rsm.state_q: 5
led_rsm.number_o: 6
btn_0_debouncer.counter: 23
inv_btn_1_debouncer.btn_db_o: 1
inv_btn_1_debouncer.counter: 23
btn_0_re_detector.prev_prev: 1
==> cell families after synthesis <==
group | Yosys count
XOR/XNOR | 22
flip-flops | 63
AND-OR/OR-AND | 45
multiplexers | 7
AND/OR/NAND/NOR | 147
adder cells (fa/ha/maj) | 2
buffers and inverters | 21
==> cell usage in the layout, fill, tap and decap left out, types with 2 or more instances in the layout <==
master and n:
sky130_fd_sc_hd__nand3_1 18, sky130_fd_sc_hd__clkinv_4 2, sky130_fd_sc_hd__nand2_1 12, sky130_fd_sc_hd__nor2b_1 10, sky130_fd_sc_hd__clkdlybuf4s50_1 8, sky130_fd_sc_hd__and3_1 4
sky130_fd_sc_hd__buf_4 4, sky130_fd_sc_hd__ha_1 2, sky130_fd_sc_hd__nand4_1 14, sky130_fd_sc_hd__xnor2_1 16, sky130_fd_sc_hd__a21oi_1 17, sky130_fd_sc_hd__a211oi_1 2
sky130_fd_sc_hd__xor2_1 6, sky130_fd_sc_hd__nor3_1 9, sky130_fd_sc_hd__or3_1 13, sky130_fd_sc_hd__o21ai_0 16, sky130_fd_sc_hd__or4_1 4, sky130_fd_sc_hd__clkbuf_8 10
sky130_fd_sc_hd__a22o_1 6, sky130_fd_sc_hd__inv_1 13, sky130_fd_sc_hd__nand2b_1 2, sky130_fd_sc_hd__or4b_2 2, sky130_fd_sc_hd__nor2_1 39, sky130_fd_sc_hd__and4_1 5
sky130_fd_sc_hd__nor4_1 11, sky130_fd_sc_hd__mux2_2 7, sky130_fd_sc_hd__dfrtp_1 62
==> per-stage QoR <==
step / cells / setup WS (ps) / area [sq um] / utilization (%) / total power, W
after floorplan: 307 / 1870 / 3030 / - / 0.000759
after global placement: 411 / 1440 / 3240 / 44.4 / 0.000800
after detailed placement: 411 / 1400 / 3240 / 44.4 / 0.000801
after CTS: 427 / 1660 / 3440 / 47.2 / 0.00142
after global routing: 427 / 1570 / 3440 / 47.2 / 0.00147
final: 427 / 1670 / 3440 / 47.2 / 0.00140
==> critical path, stage by stage (launching register included) <==
cell and delay, ps:
sky130_fd_sc_hd__dfrtp_1 400, sky130_fd_sc_hd__ha_1 200, sky130_fd_sc_hd__nand3_1 260, sky130_fd_sc_hd__or4_4 530, sky130_fd_sc_hd__or4_1 410, sky130_fd_sc_hd__a21oi_1 150
Power figures rest on the tool's default switching activity, not on a simulated workload.
