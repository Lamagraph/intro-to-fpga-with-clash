===== flow/constraint.sdc =====
current_design adder_multibits_int

set clk_period 14.5
set clk_io_pct 0.2

create_clock -name clk0 -period $clk_period

set non_clock_inputs [all_inputs -no_clocks]
set_input_delay [expr $clk_period * $clk_io_pct] -clock clk0 $non_clock_inputs
set_output_delay [expr $clk_period * $clk_io_pct] -clock clk0 [all_outputs]

===== flow/config.mk =====
export PLATFORM = sky130hd
export DESIGN_NAME = adder_multibits_int
export DESIGN_NICKNAME = adder_multibits_int
export VERILOG_FILES = /design/flow/design.v
export SDC_FILE = /design/flow/constraint.sdc
export NUM_CORES = 4
export LEC_CHECK = 1
export CORE_AREA = 10 10 94 94
export DIE_AREA = 0 0 104 104
export SYNTH_HDL_FRONTEND = slang

===== flow/run.sh =====
#!/bin/bash
# OpenROAD 26Q1-2900-gdf79404cd8, Yosys 0.63+post, stock flow scripts
make -C /OpenROAD-flow-scripts/flow DESIGN_CONFIG=/design/flow/config.mk WORK_HOME=/design/flow/orfs finish

===== flow/design.v =====
module adder_multibits_int(
  input int a,
  input int b,
  output int sum
);
  assign sum = a + b;
endmodule

==> metrics.cfg <==
[outcome]
result_of_the_run = finished, final reports clean

[logic_synthesis]
yosys_reported_design_area_after_synthesis_sq_um = 1740
post-synth-top-area-cell = ha_1
top_cells_by_area = ha_1, a21oi_1, a21o_1, xor2_1, xnor2_1
seq_area_frac_synth_pct = 0
synth-cells-yosys = 241
netlist_instances = 241
syn-mean-instance-area_sq_um = 7.24
synthesis.area_sq_um = 1740
synth.cells.most_frequent = ha_1, a21oi_1, a21o_1
top_area_share_pct = 22.2
synth_top_cell_by_count = ha_1
yosys_warnings = 0
post_synth_num_cell_types = 50

[detailed_routing]
antenna_violating_nets_post_route = 0
via_count = 2070
routed_wire_length_per_instance_um = 13.9
dr.first_iter.drc_count = 115
drt-vias-per-instance = 4.91
wl_mm = 5.88
insertedDiodeCount = 0
drt_pass1_iterations = 4
drcViolationCount = 0

[grt]
track_usage_pct = 10.2
grt_overflow = 0
grt_pass1_vias = 2044
initial_antenna_violation_count = 0
grt_max_degree = 11
grt_pass1_wl_mm = 9.70

[min_path]
min_path_type = in -> out
min_delay_path_depth = 3
hold_path_startpoint = b[0]

[placed_design]
place_congestion = 0.819
hpwlAfterDp_mm = 5.18
port_buffers = 96

[setup_path]
cp.arrival_ns = 5.88
critical_path_stages = 11
slowest_stage = clkdlybuf4s50_1
crit_type = in -> out
critPathBufInv = 2
timing.critical_path.required_ns = 11.60
critPathTopFamily = AND-OR/OR-AND gates
critical-path-max-stage-delay_ns = 0.49
path_common_cell = clkdlybuf4s50_1
timing.critical_path.cells = clkdlybuf4s50_1 -> ha_1 -> fa_1 -> a21o_1 -> a31o_2 -> nand3_1 -> o221ai_1 -> a311oi_1 -> o21bai_1 -> xor2_1 -> clkdlybuf4s50_1
cp-startpoint = a[0]
critPathMaxFanout = 4
worst_setup_path_start_kind = primary input
crit_end_element = output pin

[timing]
clock.fmax_mhz = 114
rsz0062_at_grt = no
setup-violations-final = 0
hold_ws_ns = 6.84
post-route-period-util_pct = 60.5
relSlewSlack_pct = 63.3
hold_violations = 0
maxSlewViolCount = 0
worst_pin_slew_ns = 0.537
setup-tns-final_ns = 0
finalCriticalPeriod_ns = 8.78

[floorplan]
core_area_sq_um = 6830
die_y_um = 104
floorplan.die_area_sq_um = 10800
dieWidth_um = 104
row_count = 30
initCoreUtil_pct = 25.5
io-pin-count = 96

[pwr]
worst_vdd_ir_uv = 22.5
power.static_leakage_nw = 1.18
power_per_cell_area_nw_per_um2 = 48.0

[clock_tree]
post_cts.resized_instances = 0
cts-hold-fix-buffers = 0
post-cts-setup-buffers = 0

[cells_and_area]
clock_buffer_count = 0
flops = 0
layout.area.comb_sq_um = 1680
layout-drive-gt1-share_pct = 3.07
register_area_sq_um = 0
areaGrowthSynthToFinish_pct = 59.5
fillCellCount = 728

[job]
max-cap-violations = 0
openroad.warnings = 32

## area by class of cell
cell class,instances,area share [%]
Inverter,6,0.810
Timing Repair Buffer,96,34.5
Multi-Input combinational cell,224,60.3
Tap cell,96,4.32
## kinds of logic after synthesis
| group | after synthesis | share of synthesized area (%) |
|---|---|---|
| compound gates | 97 | 39.3 |
| simple gates | 65 | 18.3 |
| fa+ha+maj | 32 | 23.4 |
| xor+xnor | 28 | 14.1 |
| buf+inv | 17 | 3.80 |
| mux | 2 | 1.15 |
## through the flow
stage / utilization, % / setup WS (ns) / total power, mW / instance area [sq um] / cells
3_3_place_gp: 40.7 / 5.78 / 0.135 / 2780 / 422
6_report: 40.7 / 5.72 / 0.133 / 2780 / 422
4_1_cts: 40.7 / 5.71 / 0.135 / 2780 / 422
3_5_place_dp: 40.7 / 5.72 / 0.134 / 2780 / 422
5_1_grt: 40.7 / 5.52 / 0.148 / 2780 / 422
2_1_floorplan: - / 6.87 / 0.0641 / 1740 / 241
## report_power, final
group / switching (mW) / internal (mW)
clock: 0 / 0
combinational: 0.0532 / 0.0803
sequential: 0 / 0
## path summary, 6_finish.rpt
check / endpoint
worst max-delay path: sum[26]
worst min-delay path: sum[0]
## placed cells by master, fill, tap and decap left out, types with 4 or more instances in the layout
cell type / Yosys / final
a21o_1: 19 / 19
a21oi_1: 29 / 29
clkdlybuf4s50_1: 0 / 96
ha_1: 31 / 31
inv_1: 6 / 6
nand2_1: 18 / 18
nand3_1: 10 / 10
nand4_1: 8 / 8
nor2_1: 12 / 12
nor3_1: 4 / 4
o21ai_0: 13 / 13
o21bai_1: 4 / 4
xnor2_1: 13 / 13
xor2_1: 15 / 15
## routing by layer
layer	share of wire (%)	track usage, %
met1	50	14.4
met2	44	16.6
met3	5.2	1.94
met4	0	0
met5	0	0
Power figures rest on the tool's default switching activity, not on a simulated workload.
