==> flow/design.v <==
module merge_parallel #(
    parameter int IN_WIDTH_1 = 3,
    parameter int IN_WIDTH_2 = 8,
    parameter int OUT_WIDTH  = IN_WIDTH_1 + IN_WIDTH_2   
) (
    input logic clk,
    input logic aresetn,
    input logic s_valid_1,
    output logic s_ready_1,
    input logic [IN_WIDTH_1-1:0] s_data_1,
    input logic s_valid_2,
    output logic s_ready_2,
    input logic [IN_WIDTH_2-1:0] s_data_2,
    output logic m_valid,
    input logic m_ready,
    output logic [OUT_WIDTH-1:0] m_data
);
  logic [OUT_WIDTH-1:0] data_ff;
  logic valid_1_ff, valid_2_ff;
  always_ff @(posedge clk or negedge aresetn) begin   
    if (~aresetn) begin
      data_ff <= '0;
    end else begin
      if (s_ready_1 & s_valid_1) begin
        data_ff[IN_WIDTH_1-1:0] <= s_data_1;
      end
      if (s_ready_2 & s_valid_2) begin
        data_ff[OUT_WIDTH-1:IN_WIDTH_1] <= s_data_2;
      end
    end
  end
  always_ff @(posedge clk or negedge aresetn) begin   
    if (~aresetn) begin
      valid_1_ff <= '0;
      valid_2_ff <= '0;
    end else begin
      if (s_ready_1 & s_valid_1) begin
        valid_1_ff <= '1;
      end
      if (s_ready_2 & s_valid_2) begin
        valid_2_ff <= '1;
      end
      if (m_valid & m_ready) begin
        valid_1_ff <= '0;
        valid_2_ff <= '0;
      end
    end
  end
  always_comb begin
    m_valid = valid_1_ff & valid_2_ff;
    s_ready_1 = ~valid_1_ff;
    s_ready_2 = ~valid_2_ff;
    m_data = data_ff;
  end
endmodule
module merge_serial_to_parallel #(
    parameter int WIDTH_1   = 3,
    parameter int WIDTH_2   = 8,
    parameter int OUT_WIDTH = WIDTH_1 + WIDTH_2
) (
    input logic clk,
    input logic aresetn,
    input  logic s_valid_1,
    output logic s_ready_1,
    input  logic s_data_1,
    input  logic s_valid_2,
    output logic s_ready_2,
    input  logic s_data_2,
    output logic m_valid,
    input logic m_ready,
    output logic [OUT_WIDTH-1:0] m_data
);
  logic s2p_1_valid, s2p_1_ready, s2p_2_valid, s2p_2_ready;
  logic [WIDTH_1-1:0] s2p_1_data;
  logic [WIDTH_2-1:0] s2p_2_data;
  serial_to_parallel #(
      .OUT_WIDTH(WIDTH_1)
  ) s2p_1 (
      .clk,
      .aresetn,
      .s_valid(s_valid_1),
      .s_ready(s_ready_1),
      .s_data (s_data_1),
      .m_valid(s2p_1_valid),
      .m_ready(s2p_1_ready),
      .m_data (s2p_1_data)
  );
  serial_to_parallel #(
      .OUT_WIDTH(WIDTH_2)
  ) s2p_2 (
      .clk,
      .aresetn,
      .s_valid(s_valid_2),
      .s_ready(s_ready_2),
      .s_data (s_data_2),
      .m_valid(s2p_2_valid),
      .m_ready(s2p_2_ready),
      .m_data (s2p_2_data)
  );
  merge_parallel #(
      .IN_WIDTH_1(WIDTH_1),
      .IN_WIDTH_2(WIDTH_2)
  ) merge (
      .clk,
      .aresetn,
      .s_valid_1(s2p_1_valid),
      .s_ready_1(s2p_1_ready),
      .s_data_1 (s2p_1_data),
      .s_valid_2(s2p_2_valid),
      .s_ready_2(s2p_2_ready),
      .s_data_2 (s2p_2_data),
      .m_valid,
      .m_ready,
      .m_data
  );
endmodule
module serial_to_parallel #(
    parameter int OUT_WIDTH = 8   
) (
    input logic clk,
    input logic aresetn,  
    input  logic s_valid,
    output logic s_ready,
    input  logic s_data,
    output logic m_valid,
    input logic m_ready,
    output logic [OUT_WIDTH-1:0] m_data
);
  logic [OUT_WIDTH-1:0] data_ff;
  logic [$clog2(OUT_WIDTH)-1:0] counter;   
  logic valid_ff;
  always_ff @(posedge clk or negedge aresetn) begin   
    if (~aresetn) begin
      data_ff <= '0;
    end else if (s_ready & s_valid) begin   
      data_ff <= {s_data, data_ff[OUT_WIDTH-1:1]};   
    end
  end
  always_ff @(posedge clk or negedge aresetn) begin   
    if (~aresetn) begin
      counter  <= '0;
      valid_ff <= 1'b0;
    end else if (s_ready & s_valid) begin
      counter <= counter + 1;
      if (counter == (OUT_WIDTH - 1)) begin
        valid_ff <= 1'b1;
        counter  <= '0;
      end else begin
        valid_ff <= 1'b0;
      end
    end
  end
  always_comb begin   
    m_valid = valid_ff;
    s_ready = ~(m_valid & ~m_ready);   
    m_data  = data_ff;
  end
endmodule
==> flow/run.sh <==
#!/bin/bash
# OpenROAD 26Q1-2900-gdf79404cd8, Yosys 0.63+post, stock flow scripts
make -C /OpenROAD-flow-scripts/flow DESIGN_CONFIG=/design/flow/config.mk WORK_HOME=/design/flow/orfs finish
==> flow/config.mk <==
export PLATFORM = sky130hd
export DESIGN_NAME = merge_serial_to_parallel
export DESIGN_NICKNAME = merge_serial_to_parallel
export VERILOG_FILES = /design/flow/design.v
export SDC_FILE = /design/flow/constraint.sdc
export NUM_CORES = 4
export LEC_CHECK = 1
export CORE_AREA = 10 10 104 104
export DIE_AREA = 0 0 114 114
export SYNTH_HDL_FRONTEND = slang
==> flow/constraint.sdc <==
current_design merge_serial_to_parallel

set clk_period 2.3
set clk_io_pct 0.2

create_clock -name clk0 -period $clk_period [get_ports {clk}]

set non_clock_inputs [all_inputs -no_clocks]
set_input_delay [expr $clk_period * $clk_io_pct] -clock clk0 $non_clock_inputs
set_output_delay [expr $clk_period * $clk_io_pct] -clock clk0 [all_outputs]
==> results.py <==
# Auto-generated metrics
metrics = {
    "floorplanning": {
        "die_area_sq_um": 13000,
        "io_pins": 21,
        "rows": 34,
        "fp_util": 0.1514,
        "die_w_um": 114,
        "die_h_um": 114,
        "coreArea_sq_um": 8678,
    },
    "yosys": {
        "top_cell_area_share": 0.5905,
        "yosysCellCount": 80,
        "synth.largest_area_cell": "dfrtp_1",
        "synth_area_sq_um": 1314,
        "ff_type": "dfrtp_1",
        "synth.distinct_cells": 16,
        "ys_async_sr_fraction": 1.000,
        "numSynthFlops": 31,
        "yosysSeqAreaShare": 0.5905,
        "post_synth.cell_area_avg_sq_um": 16.42,
        "edf_count": 0,
        "common_cells": "31 x dfrtp_1, 18 x mux2_4, 9 x mux2_1",
        "synthCells": 80,
        "yosys_area_sq_um": 1314,
        "most_common_cell": "dfrtp_1",
        "synthTopCellsByArea": "dfrtp_1 59%, mux2_4 21%, mux2_1 7.7%, ha_1 1.9%, nand2b_1 1.9%",
        "ys_warn_count": 0,
    },
    "cts": {
        "clkLatencyLatePin_ns": 0.28,
        "clock_path_buffers": 2,
        "cts_buffers": 5,
        "cts.sink_count": 31,
        "clockRootBuffer": "clkbuf_8",
        "htree_levels": 2,
        "post_cts_buffers": 0,
        "cts-hold-fix-buffers": 0,
        "cts_tree": "done",
        "cts.repair.resized": 0,
        "clk_pin_slew_ns": 0.06,
    },
    "grt": {
        "grt_pass1_wl_um": 3905,
        "first_global_vias": 696,
        "grt_use_total": 0.03658,
        "grt_max_degree": 32,
        "antenna_found_initial": 0,
        "overflow": 0,
    },
    "route": {
        "num_vias": 676,
        "antennaDiodeCount": 0,
        "drc": 0,
        "ant_nets": 0,
        "drt_iter0_markers": 31,
        "wl_per_cell_um": 10.57,
        "vias_per_cell": 3.130,
        "wirelength_um": 2284,
        "dr.pass1.iters": 3,
    },
    "sta": {
        "hold_viol_final": 0,
        "post-route-period-util": 0.7977,
        "finClkSkew_ns": 0.006276,
        "report.final.slew_viol_count": 0,
        "fin_tns_setup_ns": 0,
        "min_period_ns": 1.835,
        "relSlewSlack": 0.6343,
        "grt_setup_unrepaired": "no",
        "max_freq_mhz": 545.1,
        "setup-violations-final": 0,
        "tightest_slew_ns": 0.5486,
    },
    "setup_path": {
        "cp_cell_sequence": "and2_2, clkdlybuf4s50_1",
        "worstSetupStartpointType": "flop",
        "cp_max_fo": 7,
        "worstPathArrival_ns": 1.37,
        "crit_family": "flip-flops",
        "crit_buf_inv": 1,
        "critical_path_class": "reg -> out",
        "max_stage_delay_ns": 0.47,
        "worstPathRequired_ns": 1.84,
        "cp_slowest_cell": "dfrtp_1",
        "cp-end-kind": "output pin",
    },
    "hold_path": {
        "hp-class": "reg -> reg",
    },
    "cells_and_area": {
        "fin_util": 0.2027,
        "comb_area_sq_um": 511.7,
        "regArea_sq_um": 775.7,
        "fill_cells": 947,
        "area_growth_pct": 33.90,
        "layout-drive-gt1-share": 0.2870,
    },
    "placement": {
        "dp_hpwl_um": 1692,
        "io_buffers": 20,
        "routabilityCongestion": 0.6688,
    },
    "flow_run": {
        "tool_warnings": 25,
        "cap_viol_max_count": 0,
    },
    "power": {
        "vdd_ir_drop_max_mv": 0.2691,
        "leakagePower_nw": 0.7715,
        "power.density_nw_per_um2": 1356,
    },
    "outcome": {
        "status": "completed",
    },
}
-- cell families (layout without fill, tap and decap cells) --
family                   count (synthesis)  in the layout  synth area share
AND-OR/OR-AND                            6              6           0.04285
flip-flops                              31             31            0.5905
AND/OR/NAND/NOR                         11             11           0.04476
multiplexers                            27             27            0.2829
adder cells (fa/ha/maj)                  2              2           0.01904
buffers and inverters                    3             31           0.02000
-- cell usage in the layout, fill, tap and decap left out, types with 4 or more instances in the layout --
master	Yosys	routed
mux2_4	18	18
mux2_1	9	9
clkdlybuf4s50_1	0	20
dfrtp_1	31	31
nand2b_1	4	4
clkbuf_8	0	6
-- registers in the layout (all words and copies together) (netlist names) --
| name | count |
|---|---|
| merge.m_data | 11 |
| s2p_1.m_data | 3 |
| s2p_2.counter | 3 |
| s2p_2.m_data | 8 |
| merge.valid_2_ff | 1 |
| merge.valid_1_ff | 1 |
| s2p_1.m_valid | 1 |
| s2p_1.counter | 2 |
| s2p_2.m_valid | 1 |
-- cell type report --
cell class | instances | share of cell area
Timing Repair Buffer | 22 | 0.1223
Sequential cell | 31 | 0.4410
Multi-Input combinational cell | 46 | 0.2909
Inverter | 1 | 0.002134
Clock buffer | 6 | 0.04694
Tap cell | 108 | 0.07681
Clock inverter | 2 | 0.01991
-- final timing paths --
path	from	endpoint	slack (ns)	cells past startpoint
max in group asynchronous	aresetn	s2p_2.counter[2]$_DFFE_PN0P_	1.45	2
worst min-delay path	s2p_1.m_data[0]$_DFFE_PN0P_	s2p_1.m_data[0]$_DFFE_PN0P_	0.48	1
worst max register to register	merge.valid_2_ff$_DFFE_PN0P_	merge.m_data[10]$_DFFE_PN0P_	0.88	2
worst max-delay path	merge.valid_2_ff$_DFFE_PN0P_	m_valid	0.47	2
min in group asynchronous	aresetn	merge.valid_1_ff$_DFFE_PN0P_	0.57	2
worst min register to register	s2p_1.m_data[0]$_DFFE_PN0P_	s2p_1.m_data[0]$_DFFE_PN0P_	0.48	1
-- layer usage --
layer	share of wire	wire, um	vias up	global-route usage
met5	0	0	-	0
li1	-	-	332	-
met4	0.035	80	0	0.01003
met3	0.041	94	5	0.009569
met1	0.47	1083	325	0.05300
met2	0.45	1025	14	0.05277
-- metrics by stage --
step	instances	power [mW]	hold WS [ns]	setup WS (ns)	area (sq um)
after CTS	216	2.441	0.4809	0.4320	1759
final	216	2.386	0.4759	0.4653	1759
after global placement	208	1.866	0.4634	0.4996	1642
after detailed placement	208	1.884	0.4668	0.4884	1642
after global routing	216	2.579	0.4956	0.3528	1759
after floorplan	80	1.494	0.1644	1.070	1314
-- power by group --
| group | total (mW) | internal [mW] | switching (mW) |
|---|---|---|---|
| clock network | 0.546 | 0.350 | 0.196 |
| logic | 0.819 | 0.619 | 0.200 |
| registers | 1.02 | 0.818 | 0.203 |
Power figures rest on the tool's default switching activity, not on a simulated workload.
